==> flow/design.v <==
module MUX ( input clk, 
             input [2:0] mux,
             input [23:0] L,
             input [23:0] W,
             input [23:0] K,
             input [23:0] T,
             input [23:0] X,
             input [23:0] J,
             output [23:0] MUX_out   
);
    assign MUX_out = (mux == 3'b111) ? L  : (mux == 3'b010) ? W : (mux == 3'b011) ? K : (mux == 3'b001) ? T : (mux == 3'b101) ? X : (mux == 3'b110) ? J : L;
endmodule  
module Bus ( input clk, H_read, W_read, K_read, Count_read, X_read, J_read, L_read, CenterP_read, T_read, AC_read, PC_read, MDR_read, MAR_read, IR_read,
                H_write, W_write, K_write, Count_write, X_write, J_write, L_write, CenterP_write, T_write, AC_write, PC_write, MDR_write, MAR_write, IR_write, 
                DRAM_read, AC_reset, PC_inc,
             input [2:0] mux_ctrl,
             input [23:0] FROM_IRAM,  
             input [23:0] FROM_DMEM,   
             input [23:0] C_Bus, 
             output [23:0] B_Bus, ALU_IN, TO_DMEM, IRAM_addr, MUX_out, DMEM_addr, IR_out
     );
    wire [23:0] MUX_J, MUX_L, MUX_K, MUX_T, MUX_X, MUX_W, MDR_out, H_out, CenterP_out, J_out, Count_out, X_out, L_out, W_out, K_out, T_out, AC_out, IR_out, ALU_IN_;
    MUX mux(.clk(clk), .mux(mux_ctrl), .L(MUX_L), .W(MUX_W), .K(MUX_K), .T(MUX_T), .X(MUX_X), .J(MUX_J), .MUX_out(MUX_out));
    MAR MAR(.clk(clk), .write(MAR_write), .addr_in(C_Bus), .DMEM(DMEM_addr));  
    MDR MDR(.clk(clk), .write(MDR_write), .read_bus(MDR_read), .data_in(C_Bus), .Bus_out(MDR_out), .DMEM(TO_DMEM));  
    PC PC(.clk(clk), .write(PC_write), .PC_INC(PC_inc), .ins_in(C_Bus), .ins_out(IRAM_addr));  
    IR IR(.clk(clk), .write(IR_write), .read(IR_read), .ins_in(FROM_IRAM), .ins_out(IR_out));  
    GPR2 H(.clk(clk), .write(H_write), .read(H_read), .data_in(C_Bus), .data_out(H_out));  
    GPR2 CenterP(.clk(clk), .write(CenterP_write), .read(CenterP_read), .data_in(C_Bus), .data_out(CenterP_out));  
    GPR1 J(.clk(clk), .write(J_write), .read_bus(J_read), .data_in(C_Bus), .MUX(MUX_J), .BUS_OUT(J_out));  
    GPR2 Count(.clk(clk), .write(Count_write), .read(Count_read), .data_in(C_Bus), .data_out(Count_out));  
    GPR1 X(.clk(clk), .write(X_write), .read_bus(X_read), .data_in(C_Bus), .MUX(MUX_X), .BUS_OUT(X_out));  
    GPR1 L(.clk(clk), .write(L_write), .read_bus(L_read), .data_in(C_Bus), .MUX(MUX_L), .BUS_OUT(L_out));  
    GPR1 W(.clk(clk), .write(W_write), .read_bus(W_read), .data_in(C_Bus), .MUX(MUX_W), .BUS_OUT(W_out));  
    GPR1 K(.clk(clk), .write(K_write), .read_bus(K_read), .data_in(C_Bus), .MUX(MUX_K), .BUS_OUT(K_out));  
    GPR1 T(.clk(clk), .write(T_write), .read_bus(T_read), .data_in(C_Bus), .MUX(MUX_T), .BUS_OUT(T_out));  
    AC AC(.clk(clk), .read_bus(AC_read), .write(AC_write), .reset(AC_reset), .data_in(C_Bus), .BUS_OUT(AC_out), .ALU_IN(ALU_IN));  
    assign B_Bus = DRAM_read ? FROM_DMEM : Count_read ? Count_out : W_read ? W_out : IR_read ? IR_out : K_read ? K_out : AC_read ? AC_out : H_read ? H_out : T_read ? T_out : CenterP_read ? CenterP_out : J_read ? J_out : X_read ? X_out : L_read ? L_out : MDR_read ? MDR_out : T_read ? T_out : AC_read ? AC_out : 24'bz;
endmodule  
module AC ( input clk, read_bus, write, reset,
            input [23:0] data_in,
            output [23:0] BUS_OUT, 
            output [23:0] ALU_IN 
);
    reg [23:0] register ;
    always @(posedge clk ) begin
        if (write) begin
            register <= data_in;
        end 
        if (reset) begin
            register = 24'b0;
        end
    end
    assign ALU_IN = register;
    assign BUS_OUT = read_bus ? register : 24'dz;
endmodule  
module GPR1 ( input clk, read_bus, write,
              input [23:0] data_in,
              output [23:0] MUX,
              output [23:0] BUS_OUT
);
    reg [23:0] register;
    always @(posedge clk ) begin
        if (write) begin
            register <= data_in;
        end
    end
    assign MUX = register;
    assign BUS_OUT = read_bus ? register : 24'dz;
endmodule  
module GPR2 (input clk, write, read,
             input [23:0] data_in,
             output [23:0] data_out
);
    reg [23:0] register ;
    always @(posedge clk ) begin
        if (write) begin
            register <= data_in;
        end
    end
    assign data_out = read ? register : 24'dz;
endmodule  
module IR ( input clk, write, read,
            input [23:0] ins_in,      
            output [23:0] ins_out     
);
    reg [23:0] register;
    always @(posedge clk ) begin
        if (write) begin
            register <= ins_in;
        end
    end
  assign ins_out = read ? register : 24'dz; 
endmodule  
module MAR (input clk, write,
            input [23:0] addr_in,
            output [23:0] DMEM    
);
    reg [23:0] register ;
    assign DMEM = register ;
    always @(posedge clk ) begin
        if (write) begin
            register <= addr_in ;
        end
    end
endmodule  
module MDR (input clk, write, read_bus,
            input [23:0] data_in,
            output [23:0] Bus_out,
            output [23:0] DMEM 
);
    reg [23:0] register ;
    assign DMEM = register;
    always @(posedge clk ) begin
        if (write) begin
            register <= data_in;
        end    
    end
    assign Bus_out = read_bus ? register : 24'dz;
endmodule  
module PC (input clk, write, PC_INC,
           input [23:0] ins_in,       
           output [23:0] ins_out      
);
    reg [23:0] register ;
    initial begin
        register = 24'b0;
    end
    assign ins_out = register;
    always @(posedge clk ) begin
        if (write) begin
            register <= ins_in;
        end
        if (PC_INC) begin
            register <= register + 24'b1;
        end
    end
endmodule  
==> flow/run.sh <==
#!/bin/bash
# OpenROAD 26Q1-2900-gdf79404cd8, Yosys 0.63+post, stock flow scripts
make -C /OpenROAD-flow-scripts/flow DESIGN_CONFIG=/design/flow/config.mk WORK_HOME=/design/flow/orfs finish
==> flow/config.mk <==
export PLATFORM = sky130hd
export DESIGN_NAME = Bus
export DESIGN_NICKNAME = Bus
export VERILOG_FILES = /design/flow/design.v
export SDC_FILE = /design/flow/constraint.sdc
export NUM_CORES = 4
export LEC_CHECK = 1
export CORE_UTILIZATION = 40
==> flow/constraint.sdc <==
current_design Bus

set clk_period 4.4
set clk_io_pct 0.2

create_clock -name clk0 -period $clk_period [get_ports {clk}]

set non_clock_inputs [all_inputs -no_clocks]
set_input_delay [expr $clk_period * $clk_io_pct] -clock clk0 $non_clock_inputs
set_output_delay [expr $clk_period * $clk_io_pct] -clock clk0 [all_outputs]
==> PnR_summary.wiki <==
=== Synthesis and place and route ===
{| class="wikitable"
! Metric !! Value
|-
| Share of Yosys cell area claimed by the top area cell type || 0.644
|-
| Die height || 193 um
|-
| Fraction of power consumed by combinational cells || 0.124
|-
| Critical path cell sequence || clkdlybuf4s50_1 > buf_12 > nor3b_1 > a221oi_1 > o2111ai_1 > a21oi_1 > a211o_1 > clkdlybuf4s50_1
|-
| Count of warning messages emitted by the tools || 30
|-
| Final HPWL from detailed placement || 28,800 um
|-
| Top cells by area in the synthesized netlist || sky130_fd_sc_hd__edfxtp_1 64%, sky130_fd_sc_hd__mux2i_1 5.0%, sky130_fd_sc_hd__a21oi_1 3.2%
|-
| Max stage delay cell, worst path || sky130_fd_sc_hd__clkdlybuf4s50_1
|-
| Pleak || 6.75 nW
|-
| Avg Vias per Cell || 5.40
|-
| IO Count || 275
|-
| Async S/R FF share, synth || 0
|-
| Proportion of power drawn by flip-flops and latches || 0.483
|-
| Part of the cycle the worst path needs || 0.946
|-
| Cell with the most instances after synthesis || sky130_fd_sc_hd__edfxtp_1
|-
| Switching power share of the total || 0.233
|-
| Antenna diode instance count || 0
|-
| Cells after synthesis || 1,156
|-
| Number of CTS-inserted buffers || 37
|-
| Crit path DAT || 3280 ps
|-
| Final tally of hold violations || 0
|-
| Max-slew headroom at the worst pin || 0.498
|-
| Total number of yosys warnings || 13
|-
| Vias after detailed routing || 10,100
|-
| Setup crit start kind || input pin
|-
| Setup_tns || 0 ps
|-
| Adder-cell share of the synthesized area || 0.000860
|-
| Actual transition at the worst max-transition pin || 750 ps
|-
| Clk network pwr share || 0.393
|-
| Syn_area_per_cell || 12.6 sq um
|-
| Cell area after technology mapping || 14,500 sq um
|-
| Overflow left after global routing || 0
|-
| Fraction of layout cells with a size suffix above 1 || 0.0799
|-
| Violation count after the first detailed-routing iteration || 775
|-
| Kind of end point of the critical path || output port
|-
| Final RePlAce weighted congestion || 0.876
|-
| Number of global-route vias before repair || 10,100
|-
| Yosys cell count || 1,156
|-
| Drt drc || 0
|-
| Result of the run || finished, final reports clean
|-
| Total global routing track utilization || 0.235
|-
| Clock root buffer || sky130_fd_sc_hd__clkbuf_16
|-
| Post-route design area || 18,600 sq um
|-
| Area growth from synthesis to layout || 27.6%
|-
| Dominant Register Cell || sky130_fd_sc_hd__edfxtp_1
|-
| Data required time at the worst endpoint || 3520 ps
|-
| Biggest combinational cell group after synthesis || AND-OR/OR-AND gates
|-
| Biggest area consumer among synthesized cells || sky130_fd_sc_hd__edfxtp_1
|-
| Sequential fraction of the synthesis area || 0.644
|-
| Chip Width || 193 um
|-
| Most common cell type on the critical path || sky130_fd_sc_hd__clkdlybuf4s50_1
|-
| Most instantiated cells after synthesis || 312 x sky130_fd_sc_hd__edfxtp_1, 125 x sky130_fd_sc_hd__nor2_1, 94 x sky130_fd_sc_hd__a21oi_1
|-
| Die outline area || 37,100 sq um
|-
| Flip-flops with a built-in enable || 312
|-
| Net Sw Power || 1.78 mW
|-
| Maximum number of pins on one net before global-route repair || 57
|-
| Power density over the cells || 412 nW/um^2
|-
| Core region area || 35,700 sq um
|-
| RSZ-0062 raised after global routing || no
|-
| Xor+xnor area frac || 0.0132
|-
| Initial antenna violation count || 0
|-
| Post-synth cell types || 47
|-
| Post-DR wirelength/cell || 21.4 um
|-
| Wire length of the first global-routing pass || 60,300 um
|-
| Simple-gate portion of the synthesized area || 0.104
|-
| Setup CP Type || in2out
|-
| Number of H-tree branching levels || 2
|-
| # Max-Cap Violations || 0
|-
| Worst hold slack || 658 ps
|-
| Peak supply drop || 291 uV
|-
| Internal power consumption || 5.88 mW
|-
| Delay contributed by the slowest stage of the critical path || 590 ps
|-
| Number of port buffers || 245
|-
| Type of the tightest min-delay check || reg2reg
|-
| Clock transition at the registers of the reported paths || 60 ps
|-
| Area reported by Yosys stat || 14,500 sq um
|-
| Number of detailed-routing iterations run before antenna repair || 25
|-
| Post-Route WL || 40,200 um
|-
| Slew Viols, Final || 0
|-
| PnR Total Power || 7.66 mW
|-
| Setup bufs post-CTS || 0
|-
| Clk sink count || 312
|-
| Clock latency on the worst-skew pair || 520 ps
|-
| Total setup violations reported at the end of the flow || 0
|-
| Achievable clock frequency || 240 MHz
|-
| Maximum clock insertion buffer count || 3
|-
| MUX share of area || 0.0519
|-
| Flip-flop and latch count after synthesis || 312
|-
| Number of nets with antenna violations after routing || 0
|-
| Placed Area || 17,400 sq um
|-
| Initial core utilization || 0.408
|-
| Worst clock skew || 3.79 ps
|-
| CP Buf/Inv Count || 3
|-
| Post-layout minimum cycle time || 4160 ps
|-
| Post-synthesis share of cell area spent on and-or and or-and gates || 0.136
|-
| Std cell rows || 69
|-
| TritonCTS clock tree || yes
|-
| Crit path max-delay family || buffers and inverters
|-
| Maximum net fanout on the critical path || 44
|}
[timing repair]
| action | 4_1_cts | 5_1_grt |
|---|---|---|
| resized | 0 | 1 |
| endpoints found under the setup margin | 0 | 8 |
| hold buffers | 0 | 0 |
[per-layer routing]
layer | up-vias | routed length (um) | global-route usage
met1 | 4757 | 17900 | 0.390
met4 | 2 | 758 | 0.0412
met5 | - | 42 | 0.00962
met3 | 46 | 5270 | 0.117
li1 | 4833 | - | -
met2 | 490 | 16200 | 0.297
[metrics by stage]
step	setup WS, ps	std cells	util
floorplan	1600	1179	-
global placement	88.6	1814	0.488
detailed placement	107	1814	0.488
CTS	93.5	1875	0.521
global route	85.9	1875	0.521
finish	236	1875	0.521
[flip-flops by register name, summed over array words and instances, names as in the netlist]
name	count
MAR.register	24
J.register	24
IR.register	24
H.register	24
K.register	24
T.register	24
L.register	24
CenterP.register	24
PC.register	24
W.register	24
MDR.register	24
X.register	24
Count.register	24
[placed cells by master, fill, tap and decap left out, types with 4 or more instances in the layout]
| cell type | n |
|---|---|
| sky130_fd_sc_hd__nor2_1 | 125 |
| sky130_fd_sc_hd__buf_2 | 5 |
| sky130_fd_sc_hd__xor2_1 | 7 |
| sky130_fd_sc_hd__nand3_1 | 12 |
| sky130_fd_sc_hd__buf_4 | 37 |
| sky130_fd_sc_hd__a211o_1 | 21 |
| sky130_fd_sc_hd__o2111ai_1 | 20 |
| sky130_fd_sc_hd__nand2_1 | 82 |
| sky130_fd_sc_hd__clkinv_2 | 5 |
| sky130_fd_sc_hd__a211oi_1 | 22 |
| sky130_fd_sc_hd__edfxtp_1 | 312 |
| sky130_fd_sc_hd__a221oi_1 | 47 |
| sky130_fd_sc_hd__nor3b_1 | 20 |
| sky130_fd_sc_hd__bufinv_16 | 5 |
| sky130_fd_sc_hd__nand2b_1 | 24 |
| sky130_fd_sc_hd__mux2i_1 | 72 |
| sky130_fd_sc_hd__xnor2_1 | 15 |
| sky130_fd_sc_hd__clkbuf_16 | 37 |
| sky130_fd_sc_hd__and3_1 | 22 |
| sky130_fd_sc_hd__clkbuf_1 | 5 |
| sky130_fd_sc_hd__a21oi_1 | 94 |
| sky130_fd_sc_hd__clkdlybuf4s50_1 | 240 |
| sky130_fd_sc_hd__clkinv_1 | 5 |
| sky130_fd_sc_hd__buf_12 | 4 |
| sky130_fd_sc_hd__inv_1 | 33 |
| sky130_fd_sc_hd__conb_1 | 24 |
| sky130_fd_sc_hd__o21ai_0 | 47 |
| sky130_fd_sc_hd__o221ai_1 | 27 |
[path summary, 6_finish.rpt]
check,start,endpoint,slack [ps],cells past startpoint
setup / recovery,CenterP_read,B_Bus[10],240,8
hold / removal,PC.register[0],PC.register[0],660,1
setup reg to reg,PC.register[3],PC.register[23],2450,5
hold reg to reg,PC.register[0],PC.register[0],660,1
[area by class of cell]
type | count | area (sq um)
clock buffer | 42 | 945
clock inverter | 19 | 225
fill | 3020 | 17100
inverter | 33 | 124
multi-input combinational | 722 | 4550
sequential | 312 | 9370
tap | 461 | 577
timing repair buffer | 286 | 2790
[power by group through the flow]
stage	Sequential, mW	Clock, mW	Combinational (mW)
4_1_cts	3.70	3.10	0.959
5_1_grt	3.73	3.20	1.05
6_report	3.70	3.01	0.953
[cell families after synthesis]
kind of cell	after synthesis
multiplexers	75
XOR/XNOR	22
adder cells (fa/ha/maj)	1
AND/OR/NAND/NOR	309
other	1
AND-OR/OR-AND	291
flip-flops	312
buffers and inverters	145
Power and IR drop assume default switching activity.
