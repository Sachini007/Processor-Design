[config.mk]
export PLATFORM = sky130hd
export DESIGN_NAME = ALU_MUX
export DESIGN_NICKNAME = ALU_MUX
export VERILOG_FILES = /design/flow/design.v
export SDC_FILE = /design/flow/constraint.sdc
export NUM_CORES = 4
export LEC_CHECK = 1
export CORE_AREA = 10 10 70 70
export DIE_AREA = 0 0 80 80
[design.v]
module ALU_MUX (input clk, mux,
                input [23:0] ALU_out,
                input [23:0] Bus_out,
                output [23:0] MUX_out
);
    assign MUX_out = mux ? ALU_out : Bus_out ;
endmodule  
[constraint.sdc]
current_design ALU_MUX

set clk_period 1.0
set clk_io_pct 0.2

create_clock -name clk0 -period $clk_period

set non_clock_inputs [all_inputs -no_clocks]
set_input_delay [expr $clk_period * $clk_io_pct] -clock clk0 $non_clock_inputs
set_output_delay [expr $clk_period * $clk_io_pct] -clock clk0 [all_outputs]
[run.sh]
#!/bin/bash
# OpenROAD 26Q1-2900-gdf79404cd8, Yosys 0.63+post, stock flow scripts
make -C /OpenROAD-flow-scripts/flow DESIGN_CONFIG=/design/flow/config.mk WORK_HOME=/design/flow/orfs finish
==> reports/metrics.csv <==
metric,value,unit
Core ar.,3420,um^2
max-slew violation count,0,
crit path time final,1.07,ns
number of DRC markers after the initial detailed-route iteration,6,
hold slack,0.796,ns
post-DR wirelength/cell,14.4,um
placed instance area,1150,um^2
CLK BUF,0,
routed vias/inst,3.48,
PortBufs,73,
drc violations,0,
"area share, top type",75.7,%
post-route cell area,1170,um^2
Worst path slowest cell,mux2_4,
post-route ant nets,0,
RSZ-0062 raised after global routing,true,
register area share after synthesis,0,%
"Setup violations, final",24,
Required @ worst endpoint,0.80,ns
Post-CTS Hold Buffers,0,
Initial DRT Pass Iterations,3,
WL final,2.11,mm
Post-Syn Area,397,um^2
post-synth area from yosys stat,397,um^2
RD Place Congestion,0.786,
Core Density at Floorplan,11.6,%
largest net degree at the start of global routing,7,
num sequential,0,
Max-slew headroom,95.7,%
Seq. cell area,0,um^2
Diodes inserted,0,
Crit Path Class,in2out,
GRT overflow,0,
"Distinct cells, synth",4,
FMAX,933,MHz
Core Rows,21,
"top cells, area","mux2_4, mux2_2, buf_12",
"Cell Chain, Critical Path",buf_12 > buf_16 > mux2_4 > buf_6,
PwrDens,386,nW/um^2
share of layout cells above drive strength 1,52.5,%
crit path buf inv count,3,
Worst EP arrival,0.87,ns
synthesis-to-layout area growth,196,%
top cell type by total area after synthesis,mux2_4,
Total GRT Usage,6.07,%
die height,80,um
I/O Pins,74,
die area,6400,um^2
P_leak,0.633,nW
largest fanout on the critical path,6,
startpoint class of the critical path,input port,
Max-Cap Viols,0,
DIE WIDTH,80,um
"Setup Fix Bufs, Post-CTS",0,
fin worst setup slack,-0.0717,ns
Post-Synthesis Cells,27,
ys cells,27,
CP Capture Type,primary output,
vias in the first global route,594,
worst min-delay path category,in2out,
CP max stage delay,0.30,ns
worst vdd ir,156,uV
period utilization,107,%
via count,511,
violated checks,negative setup slack,
worst slew pin tran,0.0645,ns
first-pass GRT wire length,3.14,mm
initial antenna violation count,0,
syn_area_per_cell,14.7,um^2
Log Warnings,35,
Crit path max-delay family,buffers and inverters,
Final Hold Violating Endpoints,0,
Syn. warnings,0,
status,"finished, violations left",
==> where the power goes <==
part           switching, mW  internal, mW  leakage [nW]
Combinational          0.100         0.353         0.633
Clock                      0             0             0
Sequential                 0             0             0
Total                  0.100         0.353         0.633
==> placed cells by master, fill, tap and decap left out <==
master / synthesis / final
buf_6: 1 / 15
buf_12: 2 / 2
mux2_4: 20 / 24
buf_16: 0 / 3
dlygate4sd2_1: 0 / 48
buf_2: 0 / 9
==> through the flow <==
stage / worst slack [ns] / cells / power, mW / setup TNS [ns] / utilization [%]
5_1_grt: -0.0871 / 147 / 0.489 / -1.96 / 34.4
3_3_place_gp: -0.893 / 144 / 0.482 / -20.79 / 33.8
6_report: -0.0717 / 147 / 0.454 / -1.55 / 34.4
2_1_floorplan: 0.0697 / 27 / 0.148 / 0 / -
4_1_cts: -0.0777 / 147 / 0.457 / -1.72 / 34.0
3_5_place_dp: -0.919 / 144 / 0.486 / -21.09 / 33.8
==> path summary, 6_finish.rpt <==
kind	slack, ns	endpoint	from	depth (start not counted)
setup / recovery	-0.07	MUX_out[12]	mux	4
hold / removal	0.80	MUX_out[21]	ALU_out[21]	3
==> routing by layer <==
layer  vias to the layer above  global-route usage [%]  part of all wire, %  routed length, um
met2                        31                    11.5                   53               1130
li1                        252                       -                    -                  -
met1                       228                    6.66                   37                776
met5                         -                       0                    0                  0
met4                         0                       0                    0                  0
met3                         0                    2.16                  9.8                208
==> cell usage after synthesis <==
library cell	count
buf_6	1
mux2_4	20
buf_12	2
mux2_2	4
==> final cells by class <==
cell class,instances,area (um^2)
Fill cell,381,2240
Timing Repair Buffer,77,757
Multi-Input combinational cell,24,360
Tap cell,46,57.6
==> cells by family after synthesis <==
kind of cell / synth area share, %
multiplexers: 87.1
buffers and inverters: 12.9
==> what timing repair did <==
item | in CTS | in global routing
setup endpoints to repair | 24 | 24
gates resized | 149 | 2
cloned | 3 | 0
No activity file was given, so power comes from the tool's default toggle rates.
